## ./run.sh

```bash
#!/bin/bash
# OpenROAD 26Q1-2900-gdf79404cd8, Yosys 0.63+post, stock flow scripts
make -C /OpenROAD-flow-scripts/flow DESIGN_CONFIG=/design/flow/config.mk WORK_HOME=/design/flow/orfs finish
```

## ./config.mk

```make
export PLATFORM = sky130hd
export DESIGN_NAME = FrequencyDivider
export DESIGN_NICKNAME = FrequencyDivider
export VERILOG_FILES = /design/flow/design.v
export SDC_FILE = /design/flow/constraint.sdc
export NUM_CORES = 4
export LEC_CHECK = 1
export CORE_AREA = 10 10 89 89
export DIE_AREA = 0 0 99 99
```

## ./constraint.sdc

```tcl
current_design FrequencyDivider

set clk_period 5.4
set clk_io_pct 0.2

create_clock -name clk0 -period $clk_period [get_ports {clock}]

set non_clock_inputs [all_inputs -no_clocks]
set_input_delay [expr $clk_period * $clk_io_pct] -clock clk0 $non_clock_inputs
set_output_delay [expr $clk_period * $clk_io_pct] -clock clk0 [all_outputs]
```

## ./design.v

```verilog
module FrequencyDivider
(
	clock,
	reset,
	cout
);
    input clock, reset;
    output reg cout;
    reg [25:0] count;  
    always @(posedge clock)
    begin 
       if (reset) begin
           if(count == 50000000) begin
              count = 0;
              cout = ~cout;
           end else begin
              count = count + 1;
              cout = cout;
           end
       end 
		 else begin
          count = 0;
          cout = 0;
       end
    end
endmodule
```

==> results.toml <==
# implementation run metrics
[yosys]
synth_stat.cells = 152
syn_area_mm2 = 0.00132
ys_area_mm2 = 0.00132
ys_seq_frac = 0.410
area_leaders = "dfxtp_1 41%, xnor2_1 6.6%, nor2_1 5.1%, a21oi_1 3.8%, nand2_1 3.4%"
synthCells = 152
yosysMostFrequentCell = "dfxtp_1"
top_cells_by_count = "27 x dfxtp_1, 18 x nor2_1, 12 x nand2_1, 10 x a21oi_1, 10 x xnor2_1"
edf_count = 0
synth_top_cell_by_area = "dfxtp_1"
top_cell_area_share = 0.410
yosys_warnings = 1
avgSynthCellArea_um2 = 8.68
ys.flop_type = "dfxtp_1"
ys.flops = 27
postSynth.asyncResetShare = 0
synth_cell_types = 32

[critical_path]
setup.worst_path.end_class = "output port"
crit_required_ns = 4.32
worst_path_max_delay_cell = "clkdlybuf4s50_1"
path_buffers = 1
path_cells = "clkdlybuf4s50_1"
crit_family = "buffers and inverters"
critPathKind = "reg2out"
path_max_fanout = 3
start_kind = "flop"
cpPeakStageDelay_ns = 0.46
arrival_ns = 1.08

[sta]
timing.final.crit_period_ns = 2.16
tightest_slew_ns = 0.311
finalSetupViolCount = 0
fin_worst_skew_ns = 0.00233
rsz0062_at_grt = "false"
post-route-period-util = 0.400
clock.fmax_mhz = 463
slew_headroom = 0.790
setup-tns-final_ns = 0
hold_violations = 0
maxSlewViolCount = 0
whs_ns = 0.483

[outcome]
run_status = "finished, final reports clean"

[drt]
vias = 1065
drt_first_pass_iters = 4
drt-total-wl_mm = 2.47
drcViolationCount = 0
diodes = 0
viasPerCell = 4.65
ant_nets = 0
first_iter_violations = 86
post_drt_wl_per_cell_um = 10.8

[clocking]
cts_buffer_depth = 2
cts_made_buffers = 3
cts_tree = "built"
post_cts_buffers = 0
cts_root_buf = "clkbuf_8"
cts_resized = 0
clk_latency_ns = 0.27
path_clk_slew_ns = 0.09
hold_buffers = 0
cts.sinks = 27
h-tree-depth = 1

[job]
tool_warnings = 26
maxCapViolCount = 0

[layout]
layout.area.comb_um2 = 714
fin_cells = 229
drive_above_1_share = 0.0714
flop_area_um2 = 541
syn2layout_area_growth_pct = 9.58
n_fill_cell = 637

[pwr]
sw_frac_of_total = 0.213
power_switching_mw = 0.0693
combPwrFrac = 0.029
clockPowerShare = 0.347
p_int_mw = 0.256
seq_power_share = 0.624
p_leak_nw = 0.426
powerDensity_mw_per_mm2 = 225
worst_ir_drop_vdd_v = 0.000112

[global_route]
grt_pass1_vias = 991
grt_pass1_wl_mm = 4.44
overflow = 0
antenna_found_initial = 0
grtUsageTotal = 0.0517
grt_max_degree = 25

[floorplan]
fp_util = 0.220
die_h_um = 99
io_pins = 3
rows = 28
core_area_mm2 = 0.00599
die-width_um = 99
dieArea_mm2 = 0.00980

[placed_design]
hpwl_mm = 1.68
dp.cells = 225
gp_congestion = 0.782
port_buffers = 2

[min_path]
min_path_type = "reg2reg"
==> power by group through the flow <==
stage	sequential, mW	clock, mW	combinational [mW]
after CTS	0.203	0.118	0.00962
after global routing	0.204	0.123	0.0113
final	0.203	0.113	0.00952
==> cell type report <==
| cell class | instances | area share |
|---|---|---|
| clock buffers | 3 | 0.0286 |
| clock inverters | 1 | 0.00346 |
| inverters | 6 | 0.0156 |
| multi-input cells | 114 | 0.494 |
| flip-flops and latches | 27 | 0.374 |
| well taps | 75 | 0.0649 |
| repair buffers | 3 | 0.0190 |
==> per-stage QoR <==
stage / cell area [um2] / power [mW] / setup slack [ns] / utilization
after floorplan: 1320 / 0.215 / 3.50 / -
final: 1450 / 0.325 / 3.24 / 0.241
after detailed placement: 1400 / 0.217 / 3.10 / 0.234
after global placement: 1400 / 0.217 / 3.11 / 0.234
after global routing: 1450 / 0.337 / 3.18 / 0.241
after CTS: 1450 / 0.330 / 3.22 / 0.241
==> worst register-to-register path, stage by stage (launching register included) <==
cell,delay [ns]
dfxtp_1,0.42
nand3_2,0.21
or4_4,0.67
or4_1,0.54
a21oi_1,0.15
==> metal layers <==
layer	wire length, um	track usage	vias up
met5	0	0	-
met4	0	0.00441	0
met3	106	0.0155	0
met2	1020	0.0752	6
met1	1340	0.0763	496
li1	-	-	563
==> sequential cells by signal, summed over array words and instances, names as in the netlist <==
name and count:
count 26, cout 1
==> path summary, 6_finish.rpt <==
check,slack [ns],start,cells after the start,end
worst max register to register,3.36,count[2],4,count[25]
worst min register to register,0.48,count[25],2,count[25]
worst min-delay path,0.48,count[25],2,count[25]
worst max-delay path,3.24,cout,1,cout
==> cells by family after synthesis <==
logic type | share of synthesized area
adder cells (fa/ha/maj) | 0.0190
flip-flops | 0.410
AND-OR/OR-AND | 0.111
buffers and inverters | 0.0484
XOR/XNOR | 0.0863
AND/OR/NAND/NOR | 0.325
==> placed cells by master, fill, tap and decap left out, drive strengths merged <==
cell,netlist,final
or4,8,8
o41ai,1,1
xnor2,10,10
a21oi,10,10
nand2,12,12
nand3,8,8
o221ai,1,1
nand4,8,8
xor2,3,3
clkinv,0,1
nor4bb,1,1
and4,1,1
clkdlybuf4s50,0,2
o21ai,7,7
and3,3,3
ha,2,2
inv,6,6
dfxtp,27,27
clkbuf,2,3
nor4b,2,2
or4b,1,1
o31ai,5,5
o22ai,1,1
or3,4,4
buf,3,1
nor4,3,3
nor3,3,3
and2,2,2
nor2,18,18
Power is estimated from default activity; no workload was simulated.
